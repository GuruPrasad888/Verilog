$ cat constraint.sdc
current_design booth2multiplier

set clk_period 14.9
set clk_io_pct 0.2

create_clock -name clk0 -period $clk_period [get_ports {clk}]

set non_clock_inputs [all_inputs -no_clocks]
set_input_delay [expr $clk_period * $clk_io_pct] -clock clk0 $non_clock_inputs
set_output_delay [expr $clk_period * $clk_io_pct] -clock clk0 [all_outputs]
$ cat run.sh
#!/bin/bash
# OpenROAD 26Q1-2900-gdf79404cd8, Yosys 0.63+post, stock flow scripts
make -C /OpenROAD-flow-scripts/flow DESIGN_CONFIG=/design/flow/config.mk WORK_HOME=/design/flow/orfs finish
$ cat design.v
`timescale 1ns/1ps
module booth2multiplier #(
    parameter bit_width = 16
    )(
    input wire [bit_width-1:0] A,    
    input wire [bit_width-1:0] B,    
    input wire clk, reset_n,
    output wire [2*bit_width-1:0] OUT
);
reg [bit_width:0] extended_multiplier;
reg [bit_width:0] extended_multiplicand;
reg [bit_width:0] neg_multiplicand;
reg [bit_width:0] PP;
reg [bit_width+3:0] sign_extended_PP;
reg [2:0] recoded_bits;
reg [2*bit_width-1:0] ff_out;
reg [2*bit_width-1:0] product;
integer i;
always @(posedge clk) begin
    if(~reset_n) begin
        ff_out <= {2*bit_width{1'b0}};
    end else begin
        ff_out <= product;
    end 
end
assign OUT = ff_out;
always @(*) begin
    extended_multiplier = {B, 1'b0};     
    extended_multiplicand = {A[bit_width-1], A};     
    neg_multiplicand = ~extended_multiplicand +1;    
    product = 0;
    for (i=0; i<(bit_width/2); i=i+1) begin
        recoded_bits = extended_multiplier[2:0];     
        PP = 0;
        sign_extended_PP = 0;
        case (recoded_bits)
            3'b000, 3'b111:PP = 0;
            3'b001, 3'b010:PP = extended_multiplicand;
            3'b011:PP = {A, 1'b0};
            3'b100:PP = {~A+1, 1'b0};
            3'b101, 3'b110:PP = neg_multiplicand;
        endcase
        if (i == 0) begin
            sign_extended_PP = {~PP[bit_width], PP[bit_width], PP[bit_width], PP};   
        end else if (i == (bit_width/2)-1) begin
            sign_extended_PP = {2'b0, ~PP[bit_width], PP};   
        end else begin
            sign_extended_PP = {1'b0, 1'b1, ~PP[bit_width], PP};     
        end
        product = product + (sign_extended_PP << (2*i));     
        extended_multiplier = extended_multiplier  >>> 2;    
    end
end
endmodule
$ cat config.mk
export PLATFORM = sky130hd
export DESIGN_NAME = booth2multiplier
export DESIGN_NICKNAME = booth2multiplier
export VERILOG_FILES = /design/flow/design.v
export SDC_FILE = /design/flow/constraint.sdc
export NUM_CORES = 4
export LEC_CHECK = 1
export CORE_UTILIZATION = 30
==> results.yml <==
# generated from flow reports
floorplanning:
  top_level_ports: 66
  chip_area_um2: 34770
  placeableCoreArea_um2: 33530
  die_y_um: 186.5
  dieWidth_um: 186.5
  placement_rows: 67
  core_util_floorplan_pct: 30.44
cells_and_area:
  design_area_um2: 11430
  area_growth_pct: 11.96
  layout.area.comb_um2: 8597
  largest_reg_flops: 32
  drive_above_1_share_pct: 7.205
  final_instance_count_without_filler_cells: 1836
  final_cell_mix: "143 x sky130_fd_sc_hd__nand2_1, 119 x sky130_fd_sc_hd__o21ai_0, 113 x sky130_fd_sc_hd__inv_1"
  regMostFlops: "ff_out"
  mostFrequentLayoutCell: "sky130_fd_sc_hd__nand2_1"
  layout.filler_cells: 3612
  biggestRegsByFlops: "ff_out x32"
  regArea_um2: 640.6
yosys:
  yosys_warnings: 1
  ys_cells: 1397
  ys_chip_area_um2: 10210
  netlist_instances: 1397
  synth.lib_cells_used.distinct: 66
  synth.yosys.seq_area_share_pct: 6.276
  cell_taking_the_most_area_after_synthesis: "sky130_fd_sc_hd__fa_1"
  synth.ff_latch_count: 32
  synth-edff-count: 0
  netlist_area_um2: 10210
  netlist_top_cells_area: "sky130_fd_sc_hd__fa_1 17%, sky130_fd_sc_hd__ha_1 8.9%, sky130_fd_sc_hd__dfxtp_1 6.3%"
  yosys_most_used_dff: "sky130_fd_sc_hd__dfxtp_1"
  post_synth.cell_area_avg_um2: 7.307
  synthDominantCellAreaShare_pct: 17.26
  ys_async_sr_fraction_pct: 0
final_timing:
  setup-tns-final_ps: 0
  worst_pin_slew_ps: 977.7
  worst_slew_margin_rel_pct: 34.35
  grt_setup_unrepaired: "no"
  timing.hold.ws_ps: 3630
  fin_crit_ps: 11000
  post-route-period-util_pct: 73.83
  hold_violation_total_from_the_final_report: 0
  timing.final.setup_violations: 0
  timing.final.max_slew_violations: 0
  fmaxAchievable_mhz: 90.90
setup_path:
  startpoint_type: "input port"
  cp_cell_sequence: "clkdlybuf4s50_1, inv_1, ha_1, or3b_1, nor4_1, nand3b_1, xnor2_2, o21ai_0, a22o_1, fa_1, fa_1, fa_1, inv_1, fa_1, inv_1, ha_1, a21oi_1, o21ai_0, or4_1, o211ai_1, o31ai_1, xnor2_1, nor2_1"
  critPathKind: "in2reg"
  worstSetupEndpointType: "register"
  critical_path.max_stage_delay_ps: 870
  cp.arrival_ps: 11150
  required_ps: 15040
  timing.critical_path.slowest_stage_cell: "sky130_fd_sc_hd__nor4_1"
  worst_path_most_repeated_cell: "sky130_fd_sc_hd__fa_1"
  critical_path_peak_fanout: 11
  cp-startpoint: "A[0]"
clock_network:
  cts_made_buffers: 5
  cts.sinks: 32
  cts_post_setup_buffers_inserted: 0
  hold_bufs_at_cts: 0
  ctsHtreeMaxLevel: 2
  cts_tree: "built"
  ctsResizeCount: 0
  cts.path.max_buffers: 2
  clk_transition_reported_paths_ps: 60
  clock_tree.root_cell: "sky130_fd_sc_hd__clkbuf_16"
run:
  log.warning_count: 25
  cap_viol_max_count: 0
route:
  firstDrtPassIters: 6
  drtIter0Drc: 1413
  avgViaCountPerCell: 5.779
  route.vias.total: 10610
  totalWireLength_um: 40240
  detail_route.antenna_diodes: 0
  drc: 0
  post_drt_wl_per_cell_um: 21.92
  final_antenna_net_count: 0
global_route:
  antenna_found_initial: 0
  first_global_vias: 9987
  grt_pass1_wl_um: 62120
  grt_max_degree: 63
  grt_util_all_layers_pct: 23.61
  grt_total_ovfl: 0
worst_hold_path:
  worstHoldPathCells: 3
  timing.hold.worst_endpoint: "ff_out[0]$_SDFF_PN0_"
  worstHoldStart: "B[0]"
  hold_path.class: "in2reg"
placed_design:
  dpl_cell_area_um2: 11280
  gpl.final_weighted_congestion: 1.001
  place.detailed.instances: 1828
  sum_of_net_half_perimeters_after_detailed_placement_um: 29530
  io_buffers: 65
outcome:
  run_status: "complete, no violations"
pwr:
  power_density_nw_per_um2: 195.8
  peakVddDrop_mv: 0.1427
  power.leakage_uw: 0.004923
[cells in the mapped netlist, types with 15 or more instances]
master                     instances
sky130_fd_sc_hd__a211oi_1         20
sky130_fd_sc_hd__a21o_1           23
sky130_fd_sc_hd__a21oi_1         107
sky130_fd_sc_hd__a221oi_1         58
sky130_fd_sc_hd__a22oi_1          34
sky130_fd_sc_hd__a31oi_1          22
sky130_fd_sc_hd__and2_1           17
sky130_fd_sc_hd__buf_1            18
sky130_fd_sc_hd__clkbuf_1        117
sky130_fd_sc_hd__dfxtp_1          32
sky130_fd_sc_hd__fa_1             88
sky130_fd_sc_hd__ha_1             73
sky130_fd_sc_hd__inv_1           113
sky130_fd_sc_hd__mux2i_1          36
sky130_fd_sc_hd__nand2_1         143
sky130_fd_sc_hd__nor2_1          112
sky130_fd_sc_hd__o211ai_1         15
sky130_fd_sc_hd__o21ai_0         119
sky130_fd_sc_hd__xnor2_1          44
sky130_fd_sc_hd__xor2_1           34
[cells by family after synthesis]
logic type | Yosys count | share of synthesized area, %
xor+xnor | 80 | 7.012
fa+ha+maj | 161 | 26.21
compound gates | 476 | 30.61
flops | 32 | 6.276
buf+inv | 253 | 9.500
mux | 50 | 5.516
simple gates | 345 | 14.88
[through the flow]
step                      setup WS, ps  total power (uW)  util [%]
final                             3899              2238     34.08
after CTS                         4022              2238     34.08
after detailed placement          3737              2107     33.64
after global placement            3886              2118     33.64
after global routing              3551              2531     34.08
after floorplan                   5434              1623         -
[worst max-delay path: cells and delay by family]
family / cells / cell delay (ps)
AND-OR/OR-AND: 6 / 1130
XOR/XNOR: 2 / 730
adder cells (fa/ha/maj): 6 / 2850
buffers and inverters: 4 / 1060
AND/OR/NAND/NOR: 5 / 2350
[per-layer routing]
metal,part of all wire (%),wire (um),GRT usage [%]
met1,44,17630,35.32
met2,42,16860,34.03
met3,12,4656,6.779
met4,2.7,1098,5.517
met5,0,0,0
[area by class of cell]
class                      count  share of cell area [%]
clock buffer                   6                   1.215
clock inverter                 2                 0.08758
inverter                     114                   3.744
multi-input combinational   1112                   75.22
sequential                    32                   5.605
tap                          448                   4.905
timing repair buffer         122                   9.218
[power by group]
part	internal (uW)	total [uW]	switching [uW]
registers	131	139	7.84
clock network	65.9	106	40.1
logic	832	1990	1160
[worst max-delay path by stage]
stage | depth (start not counted) | slack (ps) | to
CTS | 25 | 4020 | ff_out[31]$_SDFF_PN0_
global route | 23 | 3550 | ff_out[29]$_SDFF_PN0_
finish | 23 | 3900 | ff_out[30]$_SDFF_PN0_
Power and IR drop assume default switching activity.
